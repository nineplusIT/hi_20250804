==> /design/flow/design.v <==
`timescale 1ns / 1ps
module RCA_4bit (A, B, C0, S, C4);
    input  wire [3:0] A, B;
    input  wire       C0;
    output wire [3:0] S;
    output wire       C4;
    wire C1, C2, C3;
    assign S[0] = A[0] ^ B[0] ^ C0;
    assign C1   = (A[0] & B[0]) | (C0 & (A[0] ^ B[0]));
    assign S[1] = A[1] ^ B[1] ^ C1;
    assign C2   = (A[1] & B[1]) | (C1 & (A[1] ^ B[1]));
    assign S[2] = A[2] ^ B[2] ^ C2;
    assign C3   = (A[2] & B[2]) | (C2 & (A[2] ^ B[2]));
    assign S[3] = A[3] ^ B[3] ^ C3;
    assign C4   = (A[3] & B[3]) | (C3 & (A[3] ^ B[3]));
endmodule
==> /design/flow/run.sh <==
#!/bin/bash
# OpenROAD 26Q1-2900-gdf79404cd8, Yosys 0.63+post, stock flow scripts
make -C /OpenROAD-flow-scripts/flow DESIGN_CONFIG=/design/flow/config.mk WORK_HOME=/design/flow/orfs finish
==> /design/flow/config.mk <==
export PLATFORM = sky130hd
export DESIGN_NAME = RCA_4bit
export DESIGN_NICKNAME = RCA_4bit
export VERILOG_FILES = /design/flow/design.v
export SDC_FILE = /design/flow/constraint.sdc
export NUM_CORES = 4
export LEC_CHECK = 1
export CORE_AREA = 10 10 70 70
export DIE_AREA = 0 0 80 80
==> /design/flow/constraint.sdc <==
current_design RCA_4bit

set clk_period 3.8
set clk_io_pct 0.2

create_clock -name clk0 -period $clk_period

set non_clock_inputs [all_inputs -no_clocks]
set_input_delay [expr $clk_period * $clk_io_pct] -clock clk0 $non_clock_inputs
set_output_delay [expr $clk_period * $clk_io_pct] -clock clk0 [all_outputs]
==> flow_summary.yaml <==
# generated from flow reports
setup_path:
  crit_type: "input port to primary output"
  startpoint_type: "input port"
  cpPeakStageDelay_ps: 460
  cp_top_family: "adder cells"
  critPathBufInv: 6
  cp-end-kind: "primary output"
  crit_path_cell_trace: "clkdlybuf4s15_1, fa_2, inv_2, fa_2, inv_2, fa_2, inv_2, fa_1, inv_1, clkdlybuf4s50_1"
  crit_fanout: 1
  cp_slowest_cell: "clkdlybuf4s50_1"
  arrival_ps: 2940
  crit_required_ps: 3040
timing:
  fmax_mhz: 270
  tns_ps: 0
  worstMarginPinSlew_ps: 100
  slew_headroom_pct: 93.3
  setup_viol: 0
  finalClockPeriodUsage_pct: 97.4
  hold-worst-slack_ps: 2360
  min_period_ps: 3700
  grt_setup_unrepaired: "false"
  hold_violations: 0
  drv_slew: 0
placement:
  place_area_um2: 315
  dp_hpwl_um: 431
  gp_congestion: 0.761
  numPortBuffers: 14
  place_inst: 74
route:
  num_vias: 126
  wirelength_um: 438
  drcViolationCount: 0
  drt_iter0_drc: 0
  insertedDiodeCount: 0
  first_pass_iters: 1
  viasPerCell: 1.70
  wl_per_cell_um: 5.92
  antenna_left: 0
grt:
  grt_usage_pct: 1.28
  grt_pass1_wl_um: 648
  grt_overflow: 0
  grt_pass1_vias: 143
  grt_antenna_before_repair: 0
  grt_max_degree: 2
layout:
  logic_area_um2: 87.6
  seq_cells: 0
  flop_area_um2: 0
  nClkBuffers: 0
  final_area_um2: 322
  drive_gt1_share_pct: 21.4
  syn_to_final_growth_pct: 173
  stdcell_count: 74
  fillers: 400
yosys:
  synth_area_per_cell_um2: 8.40
  synth_area_leader_cell: "fa_1"
  postSynthCellCount: 14
  synth.cell_area_um2: 118
  ys_seq_share_pct: 0
  synth.area.top_cells: "fa_1, inv_1"
  ys_chip_area_um2: 118
  yosys_cells: 14
  yosys.area.top_type_share_pct: 68.1
  yosys_warnings: 0
  synthDistinctLibCells: 2
power:
  p_leak_uw: 0.000134
  ir_drop_uv: 42.1
  pwr_density_cell_nw_per_um2: 120
floorplan:
  ioPinCount: 14
  chipWidth_um: 80
  core_util_floorplan_pct: 3.44
  core_area_um2: 3420
  fp.dieH_um: 80
  fp-row-count: 21
  dieArea_um2: 6400
clock_network:
  cts_setup_buffers: 0
  cts_hold_buf: 0
hold_path:
  min_to: "S[0]"
  hold_path_class: "input port to primary output"
  min-delay-start: "C0"
  holdPathStages: 3
run:
  max_cap_violations: 0
  tool_warnings: 32
outcome:
  status: "complete, no violations"
## layer usage
| layer | vias up | global-route usage, % | routed length [um] |
|---|---|---|---|
| met5 | - | 0 | 0 |
| met3 | 0 | 0.568 | 76 |
| met1 | 52 | 2.34 | 262 |
| met2 | 14 | 1.20 | 99 |
| met4 | 0 | 0 | 0 |
| li1 | 60 | - | - |
## worst max-delay path by stage
stage                 from   end  slack (ps)  depth (start not counted)
final                 A[0]  S[3]         100                         10
after global routing  A[0]  S[3]          10                         10
after CTS             B[0]  S[3]          10                         10
## logic make-up (layout without fill, tap and decap cells)
logic type / Yosys count / after routing / synth area share [%]
adder cells (fa/ha/maj): 4 / 4 / 68.1
buffers and inverters: 10 / 24 / 31.9
## worst min-delay path, stage by stage
cell	delay [ps]
clkdlybuf4s15_1	190
fa_2	190
clkdlybuf4s50_1	460
## cell usage in the layout (no fill, tap or decap), drive strengths merged
| master | Yosys | layout |
|---|---|---|
| inv | 10 | 10 |
| clkdlybuf4s50 | 0 | 11 |
| clkdlybuf4s15 | 0 | 2 |
| fa | 4 | 4 |
| dlygate4sd2 | 0 | 1 |
## cell type report
cell class | count | area share (%)
Inverter | 10 | 11.7
Multi-Input combinational cell | 4 | 27.2
Tap cell | 46 | 17.9
Timing Repair Buffer | 14 | 43.2
## metrics by stage
stage	util [%]	total power [uW]	setup WS, ps
2_1_floorplan	-	6.91	790
3_3_place_gp	9.23	38.2	-222
3_5_place_dp	9.23	38.3	-235
4_1_cts	9.34	39.2	9.91
5_1_grt	9.41	43.7	14.7
6_report	9.41	38.6	96.9
## cells in the mapped netlist, drive strengths merged
cell  number
inv       10
fa         4
## timing repair
item / in CTS / in global routing
gates resized: 9 / 2
endpoints found under the setup margin: 2 / 1
pin swaps: 3 / 1
hold endpoints to repair: 0 / 0
## power breakdown
group | internal, uW | switching [uW]
registers | 0 | 0
clock network | 0 | 0
logic | 27.0 | 11.6
total | 27.0 | 11.6
No activity file was given, so power comes from the tool's default toggle rates.
